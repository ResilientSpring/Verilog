--- flow/design.v ---
module BlinkLEDs1 (
    Clock_IN, Reset, OUT_High, OUT_low
);
input Clock_IN, Reset;
output OUT_High, OUT_low;
reg [31:0] blink_count;
wire clk_in, reset_in;
assign clk_in = Clock_IN;
assign reset_in = Reset;
assign OUT_High = blink_count[21];
assign OUT_low = blink_count[20];
always @(posedge clk_in) begin
    if (reset_in) begin
        blink_count <= 32'b0;
    end else begin
        blink_count <= blink_count + 1;
    end
end
endmodule
--- flow/run.sh ---
#!/bin/bash
# OpenROAD 26Q1-2900-gdf79404cd8, Yosys 0.63+post, stock flow scripts
make -C /OpenROAD-flow-scripts/flow DESIGN_CONFIG=/design/flow/config.mk WORK_HOME=/design/flow/orfs finish
--- flow/config.mk ---
export PLATFORM = sky130hd
export DESIGN_NAME = BlinkLEDs1
export DESIGN_NICKNAME = BlinkLEDs1
export VERILOG_FILES = /design/flow/design.v
export SDC_FILE = /design/flow/constraint.sdc
export NUM_CORES = 4
export LEC_CHECK = 1
export CORE_AREA = 10 10 78 78
export DIE_AREA = 0 0 88 88
--- flow/constraint.sdc ---
current_design BlinkLEDs1

set clk_period 3.5
set clk_io_pct 0.2

create_clock -name clk0 -period $clk_period [get_ports {Clock_IN}]

set non_clock_inputs [all_inputs -no_clocks]
set_input_delay [expr $clk_period * $clk_io_pct] -clock clk0 $non_clock_inputs
set_output_delay [expr $clk_period * $clk_io_pct] -clock clk0 [all_outputs]
==> impl_report.txt <==
=== SYNTHESIS / PLACE & ROUTE SUMMARY ===
----------------------------------------------------
[Setup path]
  Crit end category ........................ flip-flop
  Peak fanout along the critical path ........................ 12
  CP Launch Type ........................ flip-flop
  Required arrival time at the worst endpoint ........................ 3670 ps
  CP arrival ........................ 2130 ps
  Startpoint-to-endpoint class of the critical path ........................ flip-flop to flip-flop

[Global route]
  Overall fraction of global-route tracks in use ........................ 0.04119
  Layer with the highest usage ........................ met2
  Met2 global-route usage ........................ 0.06481
  Pin count of the biggest net entering global routing ........................ 23
  Remaining Overflow, GRT ........................ 0
  Vias in the first global route ........................ 645
  Wire length of the first global-routing pass ........................ 2.725 mm
  Met1 Resource Use GR ........................ 0.05670
  Met3 Usage GRT ........................ 0.009355
  Antenna violations before repair ........................ 0

[Timing]
  Maximum clock frequency ........................ 0.5110 GHz
  Slew of the pin with the lowest slew margin ........................ 758.9 ps
  RSZ-0062 raised after global routing ........................ no
  Max-slew violations ........................ 0
  Hold WS ........................ 471.8 ps
  Total setup violations reported at the end of the flow ........................ 0
  Number of hold-slack violations in the final timing report ........................ 0
  Total Negative Setup Slacks ........................ 0 ps
  Portion of the clock cycle consumed by the worst path in the final layout ........................ 0.5591
  Maximum clock skew at final layout ........................ 4.854 ps
  Relative slew margins ........................ 0.4925
  Final period demand of the worst path ........................ 1957 ps

[Detailed routing]
  Total detailed-routing wirelength ........................ 1.535 mm
  Detailed-route vias per instance ........................ 4.277
  Number of DRC markers in iteration 0 ........................ 4
  Final antenna-violating net count ........................ 0
  Total antenna diodes in the routed design ........................ 0
  Number of search-and-repair iterations in the first detailed-routing pass ........................ 4
  Drt drc ........................ 0
  Count of vias placed by the detailed router ........................ 680
  Detailed-route wire length per cell ........................ 9.654 µm

[Synth]
  Synth Area per Inst ........................ 8.999 µm²
  Commonest cells post-synth ........................ sky130_fd_sc_hd__dfxtp_1 (22), sky130_fd_sc_hd__nor2_1 (12), sky130_fd_sc_hd__xor2_1 (9)
  Netlist area before placement ........................ 935.9 µm²
  Synth warnings ........................ 1
  Top cell type by instance count after synthesis ........................ sky130_fd_sc_hd__dfxtp_1
  Max-area cell share ........................ 0.4706
  Fraction of the yosys area taken by sequential cells ........................ 0.4706
  Number of cells in the yosys synthesis report ........................ 104
  Flip-flops with a built-in enable ........................ 0
  Distinct lib cells ........................ 25
  Yosys chip area ........................ 935.9 µm²
  Main synth FF type ........................ sky130_fd_sc_hd__dfxtp_1
  Total of flip-flops plus latches after synthesis ........................ 22
  Synthesized instance count ........................ 104
  Most area-hungry cell type in the Yosys netlist ........................ sky130_fd_sc_hd__dfxtp_1
  Fraction of registers with async set/reset ........................ 0
  Top cells by area ........................ sky130_fd_sc_hd__dfxtp_1 (47%), sky130_fd_sc_hd__xor2_1 (8.4%), sky130_fd_sc_hd__nor2_1 (4.8%)

[Place]
  Placed cell count ........................ 156
  Placed Instance Area ........................ 1018 µm²
  Weighted congestion reported at the end of routability-driven placement ........................ 0.7325
  Post-detail-place hpwl ........................ 1.007 mm
  Port Buf Inserts ........................ 3

[Finish]
  Finished layout cell area ........................ 1060 µm²
  Largest registers ........................ blink_count (22)
  Comb gate area ........................ 471.7 µm²
  Number of flip-flops in the largest register ........................ 22
  Area grow syn2layout ........................ 13.24%
  Fraction of layout cells with a size suffix above 1 ........................ 0.06542
  Filler cell count in the final layout ........................ 456
  Sequential Area ........................ 440.4 µm²
  Register with the highest flop count ........................ blink_count
  Non-Filler Instances ........................ 159
  Core Util, Final ........................ 0.2401

[Worst hold path]
  Worst Hold Class ........................ flip-flop to flip-flop

[CTS]
  Maximum buffer depth of the clock tree ........................ 2
  CTS buffer count ........................ 3
  Number of post-CTS setup repair buffers ........................ 0
  TritonCTS Sinks ........................ 22
  Number of H-tree branching levels ........................ 1
  Clock transition time at the flip-flop clock pins of the worst setup and hold paths ........................ 70 ps
  Root buf cell ........................ sky130_fd_sc_hd__clkbuf_8
  Clock tree from TritonCTS ........................ built
  CTS Hold Buffers Added ........................ 0
  Worst-Skew Late Latency ........................ 250 ps
  Resized Gates After CTS ........................ 0

[Floorplan]
  Die Width ........................ 88 µm
  Number of placement rows ........................ 24
  Chip area ........................ 7744 µm²
  I/O pins ........................ 4
  Core Region ........................ 4414 µm²
  Chip height ........................ 88 µm
  Core Density at Floorplan ........................ 0.2120

[Power]
  Fraction of power consumed by sequential logic ........................ 0.617
  Internal power ........................ 333.5 µW
  Net Switching ........................ 80.87 µW
  Static leakage power ........................ 0.0003464 µW
  Power per cell area ........................ 391.0 nW/µm²
  Maximum vdd ir drop ........................ 0.1931 mV
  Share of power burned in combinational logic ........................ 0.022
  Switching Share ........................ 0.1952
  Clock group share of total power ........................ 0.360

[Outcome]
  Result of the run ........................ finished clean

[Run]
  Tool warning count ........................ 25
  Number of max-capacitance violations reported ........................ 0

----------------------------------------------------
-- worst paths after layout --
check,from,slack [ps],end,cells past startpoint
worst min register to register,blink_count[0],470,blink_count[0],1
worst max register to register,blink_count[2],1540,blink_count[19],4
worst min-delay path,blink_count[0],470,blink_count[0],1
worst max-delay path,blink_count[2],1540,blink_count[19],4
-- per-stage QoR --
stage          worst slack [ps]  power (µW)
4_1_cts                    1578       421.6
3_3_place_gp               1479       271.1
3_5_place_dp               1472       270.9
2_1_floorplan              1915       268.0
5_1_grt                    1427       433.1
6_report                   1543       414.4
-- cell type report --
type,instances,share of cell area
clock buffers,3,0.03896
inverters,3,0.01063
multi-input cells,76,0.4451
flip-flops and latches,22,0.4156
well taps,52,0.06139
repair buffers,3,0.02834
-- cell families after synthesis --
group	synth area share
flip-flops	0.4706
XOR/XNOR	0.1029
buffers and inverters	0.02540
AND/OR/NAND/NOR	0.2754
adder cells (fa/ha/maj)	0.01337
AND-OR/OR-AND	0.1123
-- cells in the final DEF (no fill, tap or decap) --
cell,netlist,layout
sky130_fd_sc_hd__and2_1,1,1
sky130_fd_sc_hd__or3_1,6,6
sky130_fd_sc_hd__and3_1,2,2
sky130_fd_sc_hd__nand3_2,1,1
sky130_fd_sc_hd__and4_1,2,2
sky130_fd_sc_hd__o21ba_1,1,1
sky130_fd_sc_hd__inv_1,3,3
sky130_fd_sc_hd__a21oi_1,8,8
sky130_fd_sc_hd__nand2_1,6,6
sky130_fd_sc_hd__xnor2_1,2,2
sky130_fd_sc_hd__ha_1,1,1
sky130_fd_sc_hd__nor2b_1,1,1
sky130_fd_sc_hd__o31a_2,1,1
sky130_fd_sc_hd__clkdlybuf4s50_1,0,3
sky130_fd_sc_hd__dfxtp_1,22,22
sky130_fd_sc_hd__clkbuf_8,0,3
sky130_fd_sc_hd__nor4_1,1,1
sky130_fd_sc_hd__nand4_1,5,5
sky130_fd_sc_hd__o21ai_0,6,6
sky130_fd_sc_hd__o31ai_1,2,2
sky130_fd_sc_hd__or4_1,2,2
sky130_fd_sc_hd__nor2_1,12,12
sky130_fd_sc_hd__nand3_1,5,5
sky130_fd_sc_hd__and4_4,2,2
sky130_fd_sc_hd__xor2_1,9,9
-- critical path: stages, from the launching register on --
cell	delay (ps)
sky130_fd_sc_hd__dfxtp_1	400
sky130_fd_sc_hd__and4_1	290
sky130_fd_sc_hd__nand4_1	410
sky130_fd_sc_hd__or4_1	630
sky130_fd_sc_hd__a21oi_1	150
-- power by group through the flow --
stage | Sequential (µW) | Combinational [µW] | Clock (µW)
CTS | 256 | 9.40 | 157
finish | 256 | 9.25 | 149
global route | 256 | 10.8 | 166
-- metal layers --
metal  up-vias  part of all wire  routed length [µm]
li1        375                 -                   -
met1       302              0.50                 767
met2         1              0.47                 721
met3         2             0.018                  28
met4         0             0.011                  17
met5         -                 0                   0
No activity file was given, so power comes from the tool's default toggle rates.
