File: flow/config.mk
export PLATFORM = sky130hd
export DESIGN_NAME = arithmetic_operation
export DESIGN_NICKNAME = arithmetic_operation
export VERILOG_FILES = /design/flow/design.v
export SDC_FILE = /design/flow/constraint.sdc
export NUM_CORES = 4
export LEC_CHECK = 1
export CORE_AREA = 10 10 70 70
export DIE_AREA = 0 0 80 80
File: flow/constraint.sdc
current_design arithmetic_operation

set clk_period 4.0
set clk_io_pct 0.2

create_clock -name clk0 -period $clk_period

set non_clock_inputs [all_inputs -no_clocks]
set_input_delay [expr $clk_period * $clk_io_pct] -clock clk0 $non_clock_inputs
set_output_delay [expr $clk_period * $clk_io_pct] -clock clk0 [all_outputs]
File: flow/design.v
module arithmetic_operation (a, b, y1, y2, y3, y4, y5);
input [0:3] a, b;
output [0:4] y1;
output [0:5] y3;
output [0:3] y2, y4, y5;
reg [0:4] y1;
reg [0:5] y3;
reg [0:3] y2, y4, y5;
always @(a or b) 
begin
    y1 = a + b;
    y2 = a - b;
    y3 = a * b;
end
endmodule
File: flow/run.sh
#!/bin/bash
# OpenROAD 26Q1-2900-gdf79404cd8, Yosys 0.63+post, stock flow scripts
make -C /OpenROAD-flow-scripts/flow DESIGN_CONFIG=/design/flow/config.mk WORK_HOME=/design/flow/orfs finish
==> out/qor.csv <==
metric,value,unit
crit path DRT,3.20,ns
CP cell instances,buf_4 > nand2_2 > fa_1 > inv_1 > fa_1 > inv_2 > fa_1 > inv_1 > clkdlybuf4s50_1,
cycle use final,0.963,
Post-CTS Setup Bufs,0,
Largest cells by area,"ha_1 29%, fa_1 20%, buf_4 11%",
area fraction of the dominant cell type after synthesis,0.286,
Final min period,3.85,ns
"Seq share, synth",0,
vias in the first global route,615,
Core Region,3420,sq um
Final Hold Viols,0,
most common cell in the synthesized netlist,inv_1,
critical path class,in -> out,
status,"complete, no violations",
Synth cell types,15,
met1 WL,622,um
# DRC,0,
Min Hold Slack,2.34,ns
max_cap viols,0,
GPL Wtd Cong,0.793,
CP peak stage delay,0.54,ns
Peak Freq,260,MHz
die height,80,um
"slowest stage cell, crit path",fa_1,
IO Pins,31,
Max rail drop VDD,0.0000567,V
mean area per synthesized cell,7.95,sq um
WP buf/inv,5,
FF+latch area,0,sq um
antenna cell count,0,
synthesized area,612,sq um
Fillers,388,
arrival time worst endpoint,3.05,ns
largest net degree at the start of global routing,6,
Slew Limit Fails,0,
Synth warnings,9,
1st-iter DRT viols,2,
top cells by count,"17 x inv_1, 14 x ha_1, 9 x buf_4",
"Core Util, Final",0.267,
WL/cell,9.27,um
Pre-antenna DRT Iters,3,
Flops,0,
Die Width,80,um
power per cell area,144,nW/um^2
RSZ-0062 raised after global routing,false,
final setup fails,0,
P_leak,0.000483,uW
cells in synth_stat.txt,77,
Core Util at FP,0.179,
Comb area,515,sq um
# hold bufs at CTS,0,
clock buffer count,0,
GR Util All Layers,0.0486,
DR WL met2,646,um
chip area,6400,sq um
Port Buffer Count,23,
CP Capture Type,primary output,
Startpoint Class,input pin,
hpwl dp,1350,um
initial antenna violation count,0,
number of OpenROAD warnings,35,
Total Routed Length,1430,um
yosys stat area,612,sq um
met3 WL,158,um
Routed Antenna Nets,0,
first-pass GRT wire length,2620,um
cell taking the most area after synthesis,ha_1,
Max Used Layer,met3,
row count,21,
share of cells above drive strength 1,0.185,
cell family contributing the most delay on the critical path,adder cells,
cells after synthesis,77,
grt total ovfl,0,
area delta synth->final,49.1,%
Via Count,527,
Fin Setup TNS,0,ns
worst-path maximum fanout,4,
Worst path most repeated cell,fa_1,
worst hold path type,in -> out,
via/cell ratio,3.42,
==> cells in the final DEF, fill, tap and decap left out, drive strengths merged <==
master / count
o21bai: 1
fa: 6
a21oi: 3
and2: 3
xnor2: 6
clkdlybuf4s50: 15
xor2: 3
buf: 12
conb: 8
nand2b: 1
nand2: 7
ha: 14
clkbuf: 4
o21ai: 2
nor2: 3
inv: 17
a21o: 1
dlygate4sd2: 2
==> where the power goes <==
group	switching, uW	leakage [uW]	internal (uW)	total [uW]
clock network	0	0	0	0
registers	0	0	0	0
logic	47.3	0.000483	83.6	131
total	47.3	0.000483	83.6	131
==> area by class of cell <==
type | count | share of cell area
well taps | 46 | 0.0631
inverters | 17 | 0.0700
repair buffers | 33 | 0.302
multi-input cells | 58 | 0.565
==> through the flow <==
stage          setup slack [ns]  area (sq um)  std cells  total power (uW)
6_report                  0.147           912        154               131
3_5_place_dp             -0.586           933        154               140
4_1_cts                  0.0172           933        154               137
5_1_grt                 0.00370           912        154               155
2_1_floorplan             0.584           638         84              58.6
3_3_place_gp             -0.592           933        154               141
==> final timing paths <==
| path | from | to | slack [ns] | cells after the start |
|---|---|---|---|---|
| max | b[0] | y3[2] | 0.15 | 9 |
| min | b[1] | y3[0] | 2.34 | 6 |
==> cells by family after synthesis <==
group / count (synthesis) / synth area share
buf+inv: 26 / 0.215
fa+ha+maj: 20 / 0.483
simple gates: 14 / 0.102
xor+xnor: 9 / 0.129
compound gates: 7 / 0.0654
other cells: 1 / 0.00613
==> repair_timing <==
| item | 4_1_cts | 5_1_grt |
|---|---|---|
| resized | 18 | 9 |
| hold endpoints to repair | 0 | 0 |
| endpoints found under the setup margin | 3 | 2 |
| gates cloned | 0 | 0 |
| pin swaps | 5 | 4 |
==> routing by layer <==
metal,track usage,vias to the layer above
met5,0,-
met4,0,0
met3,0.0193,0
met2,0.0827,15
met1,0.0601,230
li1,-,282
Power figures rest on the tool's default switching activity, not on a simulated workload.
